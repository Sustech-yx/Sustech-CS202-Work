$ cat /design/flow/run.sh
#!/bin/bash
# OpenROAD 26Q1-2900-gdf79404cd8, Yosys 0.63+post, stock flow scripts
make -C /OpenROAD-flow-scripts/flow DESIGN_CONFIG=/design/flow/config.mk WORK_HOME=/design/flow/orfs finish
$ cat /design/flow/design.v
`timescale 1ns / 1ps
module Tubs(clock, reset, Dig, Y, in_num);
    input clock, reset;
    output wire [7:0] Dig;
    output wire [7:0] Y;
    input [31:0] in_num;  
    reg [7:0] Dig_r;  
    reg [6:0] Y_r;  
    wire rst;
    wire [55:0] num;
    assign Dig = ~Dig_r;
    assign Y = {{1'b1}, {~Y_r}};
    assign rst = ~reset;
    reg clk;
    reg [31:0] clk_cnt;
    reg [3:0] scanner_cnt;
    num_gen gener(
        .in_num(in_num),
        .num(num)
    );
    initial begin
        clk = 1'b0;
    end
    parameter half_period = 40000;
    always @(posedge clock or negedge rst) begin
        if (!rst)
            clk_cnt <= 0;
        else  begin  
            clk_cnt <= clk_cnt + 1;
            if (clk_cnt  == (half_period >> 1) - 1)               
                clk <= 1'b1;
            else if (clk_cnt == half_period - 1) begin 
                clk <= 1'b0;
                clk_cnt <= 1'b0;      
            end
        end
    end
    always @(posedge clk or negedge rst) begin 
        if (!rst) begin
            scanner_cnt <= 4'b0000;
        end
        else begin
            scanner_cnt <= scanner_cnt + 1'b1;    
            if(scanner_cnt == 4'd9)  begin
                scanner_cnt <= 4'b0000;
            end
        end 
    end
    always @(scanner_cnt) begin
        case(scanner_cnt)
            4'b0001 : Dig_r <= 8'b0000_0001;    
            4'b0010 : Dig_r <= 8'b0000_0010;    
            4'b0011 : Dig_r <= 8'b0000_0100;    
            4'b0100 : Dig_r <= 8'b0000_1000;    
            4'b0101 : Dig_r <= 8'b0001_0000;    
            4'b0110 : Dig_r <= 8'b0010_0000;    
            4'b0111 : Dig_r <= 8'b0100_0000;     
            4'b1000 : Dig_r <= 8'b1000_0000;    
            default :Dig_r <= 8'b0000_0000;
        endcase
    end
    always @(scanner_cnt) begin
        case(scanner_cnt)
            4'b0001 : Y_r = num[6:0];    
            4'b0010 : Y_r = num[13:7];    
            4'b0011 : Y_r = num[20:14];    
            4'b0100 : Y_r = num[27:21];    
            4'b0101 : Y_r = num[34:28];    
            4'b0110 : Y_r = num[41:35];
            4'b0111 : Y_r = num[48:42];
            4'b1000 : Y_r = num[55:49];
            default :Y_r = 8'b0000_0000;
        endcase
    end
endmodule
`timescale 1ns / 1ps
parameter Data_de =7'b0000000;
parameter Data_0 = 7'b0111111;  
parameter Data_1 = 7'b0000110;  
parameter Data_2 = 7'b1011011;  
parameter Data_3 = 7'b1001111;  
parameter Data_4 = 7'b1100110;  
parameter Data_5 = 7'b1101101;  
parameter Data_6 = 7'b1111101;  
parameter Data_7 = 7'b0100111;  
parameter Data_8 = 7'b1111111;  
parameter Data_9 = 7'b1100111;  
parameter Data_a = 7'b1110111;  
parameter Data_b = 7'b1111100;  
parameter Data_c = 7'b0111001;  
parameter Data_d = 7'b1011110;  
parameter Data_e = 7'b1111001;  
parameter Data_f = 7'b1110001;  
module num_gen(in_num, num);
    input [31:0] in_num;
    output [55:0] num;
    assign num = {
        dt_translate(in_num[31:28]),
        dt_translate(in_num[27:24]),
        dt_translate(in_num[23:20]),
        dt_translate(in_num[19:16]),
        dt_translate(in_num[15:12]),
        dt_translate(in_num[11:8]),
        dt_translate(in_num[7:4]),
        dt_translate(in_num[3:0])
    };
    function [6:0] dt_translate;
        input [3:0] data;
        begin
            case(data)
                4'd0 : dt_translate = Data_0;
                4'd1 : dt_translate = Data_1;
                4'd2 : dt_translate = Data_2;
                4'd3 : dt_translate = Data_3;
                4'd4 : dt_translate = Data_4;
                4'd5 : dt_translate = Data_5;
                4'd6 : dt_translate = Data_6;
                4'd7 : dt_translate = Data_7;
                4'd8 : dt_translate = Data_8;
                4'd9 : dt_translate = Data_9;
                4'd10: dt_translate = Data_a;
                4'd11: dt_translate = Data_b;
                4'd12: dt_translate = Data_c;
                4'd13: dt_translate = Data_d;
                4'd14: dt_translate = Data_e;
                4'd15: dt_translate = Data_f;
            endcase
        end
    endfunction
endmodule
$ cat /design/flow/config.mk
export PLATFORM = sky130hd
export DESIGN_NAME = Tubs
export DESIGN_NICKNAME = Tubs
export VERILOG_FILES = /design/flow/design.v
export SDC_FILE = /design/flow/constraint.sdc
export NUM_CORES = 4
export LEC_CHECK = 1
export CORE_UTILIZATION = 40
$ cat /design/flow/constraint.sdc
current_design Tubs

set clk_period 7.6
set clk_io_pct 0.2

create_clock -name clk0 -period $clk_period [get_ports {clock}]

set non_clock_inputs [all_inputs -no_clocks]
set_input_delay [expr $clk_period * $clk_io_pct] -clock clk0 $non_clock_inputs
set_output_delay [expr $clk_period * $clk_io_pct] -clock clk0 [all_outputs]
==> results.json <==
{
  "drive_above_1_share": 0.05000,
  "grt_max_degree": 21,
  "final_area_um2": 4604,
  "seq_power_share": 0.383,
  "period_minus_slack_ns": 5.738,
  "warnings": 58,
  "synthDistinctLibCells": 60,
  "drc": 0,
  "fin_crit_sh": 0.7550,
  "globalRouteOverflowTotal": 0,
  "grt_usage": 0.1992,
  "internal_power_uw": 337.0,
  "rsz0062_at_grt": "false",
  "ir_drop_uv": 82.33,
  "row_count": 35,
  "cts_resized": 0,
  "routed_wl_um": 9461,
  "clk_pin_slew_ns": 0.07,
  "worstSetupStartpointType": "input port",
  "yosysCellCount": 487,
  "synthArstFlopShare": 0.9730,
  "crit_type": "in -> out",
  "io-pin-count": 50,
  "skew_ns": 0.008870,
  "p_leak_nw": 1.931,
  "post-cts-setup-buffer-count": 0,
  "ys_chip_area_um2": 3944,
  "placed_area_um2": 4488,
  "dr.pass1.iters": 5,
  "cp_max_fo": 4,
  "grt_pass1_wl_um": 15880,
  "syn_area_per_cell_um2": 8.098,
  "num-fill-cells": 906,
  "globalplace.congestion": 0.8525,
  "required_ns": 6.08,
  "untimed_endpoints": 12,
  "ys.warnings.count": 2,
  "drv_slew": 0,
  "die_height_um": 101.3,
  "cp.arrival_ns": 4.22,
  "max_freq_ghz": 0.1743,
  "setup_viol": 0,
  "netlist_area_um2": 3944,
  "drt_iter0_markers": 133,
  "synth-edff-count": 1,
  "setup.worst_path.end_class": "primary output",
  "lay_top_cells": "clkdlybuf4s50_1 (48), ha_1 (43), nand2_1 (41)",
  "grt_pass1_vias": 3224,
  "status": "completed",
  "min_path_type": "reg -> reg",
  "cap_viol_max_count": 0,
  "hpwlAfterDp_um": 7368,
  "power.switching_uw": 123.3,
  "synth_flops": 37,
  "clock-root-buffer": "clkbuf_8",
  "htree_num_levels": 2,
  "wl_per_cell_um": 14.58,
  "p_sw_frac": 0.2679,
  "hold_viol_final": 0,
  "tns_ns": 0,
  "antennaDiodeCount": 0,
  "vias": 3592,
  "holdBufCountCts": 0,
  "netlist_instances": 487,
  "syn2layout_area_growth_pct": 16.75,
  "clockBufferDepth": 2,
  "ant_nets": 0,
  "antenna_found_initial": 0,
  "die_area_um2": 10260,
  "combPwrFrac": 0.249,
  "power_density_nw_per_um2": 99.97,
  "die_width_um": 101.3,
  "insertion_delay_ns": 0.28,
  "worstMarginPinSlew_ns": 0.6267,
  "coreArea_um2": 9415,
  "cts_tree": "yes",
  "clock_power_share": 0.368,
  "lay_top_count": "clkdlybuf4s50_1",
  "synth-main-ff-cell": "dfrtp_1",
  "cts_made_buffers": 5,
  "relSlewSlack": 0.5817,
  "initCoreUtil": 0.4189,
  "vias_per_cell": 5.535,
  "unclocked_regs": 4,
  "port-buffer-count": 48,
  "synth_seq_share": 0.2360
}
==> cells by family after synthesis <==
logic type / after synthesis / share of synthesized area
xor gates and xnor gates: 28 / 0.06218
DFF: 37 / 0.2360
AOI/OAI and AO/OA: 115 / 0.2088
buffers and inverters: 60 / 0.06091
muxes: 15 / 0.04156
adders and majority gates: 43 / 0.1364
other: 1 / 0.0009509
and+or+nand+nor: 188 / 0.2532
==> worst max-delay path, cell delays in order <==
cell and delay, ns:
clkdlybuf4s50_1 0.53, inv_1 0.10, ha_1 0.33, o311ai_0 0.45, o311ai_0 0.28, nor4_1 0.47, clkdlybuf4s50_1 0.54
==> flip-flops by register name, indices dropped and copies added (netlist names) <==
name         count
clk              1
clk_cnt         32
scanner_cnt      4
==> power by group through the flow <==
| stage | combinational, mW | clock [mW] | sequential, mW |
|---|---|---|---|
| 6_report | 0.114 | 0.170 | 0.176 |
| 5_1_grt | 0.129 | 0.183 | 0.176 |
| 4_1_cts | 0.114 | 0.173 | 0.176 |
==> synth_stat cells, types with 2 or more instances <==
cell       count  share of area
a22oi_1        2         0.0038
o21ai_0       20          0.025
ha_1          43           0.14
o22ai_1        4         0.0063
a221o_1        5          0.013
o32ai_1        4         0.0089
nand2b_1      15          0.024
nand2_1       41          0.039
nor4_1         8          0.013
nor2b_1       15          0.024
a311o_1        2         0.0051
mux2_2        11          0.031
clkbuf_1      21          0.020
buf_4          2         0.0038
nor4_4         2          0.011
a221oi_1       3         0.0067
nor2_1        39          0.037
o311ai_0       8          0.018
nor4b_1        2         0.0044
nand4_1        9          0.014
nand3_1       15          0.019
inv_1         36          0.034
a31oi_1        6         0.0095
or3_1          4         0.0063
o211ai_1      11          0.021
and2_1         2         0.0032
a21o_1         2         0.0038
xnor2_1       20          0.044
xor2_1         8          0.018
mux2i_1        4          0.010
a21oi_1       16          0.020
a211oi_1      13          0.025
and4_1         3         0.0067
nand3b_1       4         0.0076
o2111ai_1      4         0.0089
and3_1         4         0.0063
nor3_1        19          0.024
a311oi_1       3         0.0067
dfrtp_1       36           0.23
==> cell type report <==
type                    instances  area, µm²  area share
multi-input cells             390       2773      0.6022
flip-flops and latches         37      930.9      0.2022
repair buffers                 49      488.0      0.1060
well taps                     129      161.4     0.03505
inverters                      36      135.1     0.02935
clock buffers                   7      86.33     0.01875
clock inverters                 1      30.03    0.006522
==> final timing paths <==
check | slack [ns] | cells after the start | end | from
max reg2reg | 5.48 | 6 | clk_cnt[30] | clk_cnt[0]
min in group asynchronous | 1.66 | 2 | clk_cnt[12] | reset
max | 1.86 | 7 | Y[3] | in_num[0]
min reg2reg | 0.48 | 1 | clk_cnt[0] | clk_cnt[0]
max in group asynchronous | 5.24 | 3 | clk_cnt[5] | reset
min | 0.48 | 1 | clk_cnt[0] | clk_cnt[0]
==> per-layer routing <==
layer,wire [µm],vias to the layer above,track usage,part of all wire
li1,-,1842,-,-
met1,5132,1665,0.3430,0.54
met2,3858,80,0.2836,0.41
met3,425,5,0.02031,0.045
met4,44,0,0.01226,0.0047
met5,0,-,0,0
==> stage by stage <==
stage | utilization | power (mW) | setup slack, ns | hold WS [ns] | cells
after global routing | 0.4890 | 0.4882 | 1.611 | 0.5064 | 649
after detailed placement | 0.4767 | 0.2929 | 1.902 | 0.4701 | 641
after global placement | 0.4767 | 0.2928 | 1.920 | 0.4648 | 641
after CTS | 0.4890 | 0.4631 | 1.884 | 0.4862 | 649
after floorplan | - | 0.2492 | 3.523 | 0.4468 | 487
final | 0.4890 | 0.4603 | 1.862 | 0.4839 | 649
Power is estimated from default activity; no workload was simulated.
