==> /design/flow/design.v <==
`timescale 1ns / 1ps
module Decoder(read_data_1,
                read_data_2, 
                Instruction, 
                read_data, 
                ALU_result, 
                Jal, 
                RegWrite, 
                MemtoReg, 
                RegDst, 
                imme_extend, 
                clock, 
                reset, 
                opcplus4);
    input[31:0]  Instruction;
    input[31:0]  read_data;  
    input[31:0]  ALU_result;
    input        Jal; 
    input        RegWrite;
    input        MemtoReg;
    input        RegDst;
    input        clock, reset;
    input[31:0]  opcplus4;       
    output[31:0] read_data_1;
    output[31:0] read_data_2;
    output[31:0] imme_extend;
    reg   [31:0] register_bud [0:31];
    wire  [4:0] rs, rt, rd;
    wire  [4:0] writereg;
    wire  [15:0] imm = {16{Instruction[15]}};
    wire  rst;
    assign rs = Instruction[25:21];
    assign rt = Instruction[20:16];
    assign rd = Instruction[15:11];
    assign read_data_1 = (rs == 0) ? 32'b0 : register_bud[rs];
    assign read_data_2 = (rt == 0) ? 32'b0 : register_bud[rt];
    assign imme_extend = {imm, Instruction[15:0]};
    assign rst = ~reset;
    always @(posedge clock or negedge rst) begin
        if (rst == 1'b0) begin
            register_bud[1] <= 32'b0;
            register_bud[2] <= 32'b0;
            register_bud[3] <= 32'b0;
            register_bud[4] <= 32'b0;
            register_bud[5] <= 32'b0;
            register_bud[6] <= 32'b0;
            register_bud[7] <= 32'b0;
            register_bud[8] <= 32'b0;
            register_bud[9] <= 32'b0;
            register_bud[10]<= 32'b0;
            register_bud[11]<= 32'b0;
            register_bud[12]<= 32'b0;
            register_bud[13]<= 32'b0;
            register_bud[14]<= 32'b0;
            register_bud[15]<= 32'b0;
            register_bud[16]<= 32'b0;
            register_bud[17]<= 32'b0;
            register_bud[18]<= 32'b0;
            register_bud[19]<= 32'b0;
            register_bud[20]<= 32'b0;
            register_bud[21]<= 32'b0;
            register_bud[22]<= 32'b0;
            register_bud[23]<= 32'b0;
            register_bud[24]<= 32'b0;
            register_bud[25]<= 32'b0;
            register_bud[26]<= 32'b0;
            register_bud[27]<= 32'b0;
            register_bud[28]<= 32'b0;
            register_bud[29]<= 32'b0;
            register_bud[30]<= 32'b0;
            register_bud[31]<= 32'b0;
        end
        else begin
            if (Jal == 1'b1) begin
                register_bud[31] <= opcplus4;
            end
            else if (RegWrite == 1'b1) begin
                if (MemtoReg == 1'b1) begin
                    if (RegDst == 1'b1 && rd != 0) begin
                        register_bud[rd] <= read_data;
                    end 
                    else if (rt != 0) begin
                        register_bud[rt] <= read_data;
                    end
                end 
                else begin
                    if (RegDst == 1'b1 && rd != 0) begin
                        register_bud[rd] <= ALU_result;
                    end 
                    else if (rt != 0) begin
                        register_bud[rt] <= ALU_result;
                    end
                end
            end
        end
    end
endmodule
==> /design/flow/run.sh <==
#!/bin/bash
# OpenROAD 26Q1-2900-gdf79404cd8, Yosys 0.63+post, stock flow scripts
make -C /OpenROAD-flow-scripts/flow DESIGN_CONFIG=/design/flow/config.mk WORK_HOME=/design/flow/orfs finish
==> /design/flow/config.mk <==
export PLATFORM = sky130hd
export DESIGN_NAME = Decoder
export DESIGN_NICKNAME = Decoder
export VERILOG_FILES = /design/flow/design.v
export SDC_FILE = /design/flow/constraint.sdc
export NUM_CORES = 4
export LEC_CHECK = 1
export CORE_UTILIZATION = 30
==> /design/flow/constraint.sdc <==
current_design Decoder

set clk_period 5.2
set clk_io_pct 0.2

create_clock -name clk0 -period $clk_period [get_ports {clock}]

set non_clock_inputs [all_inputs -no_clocks]
set_input_delay [expr $clk_period * $clk_io_pct] -clock clk0 $non_clock_inputs
set_output_delay [expr $clk_period * $clk_io_pct] -clock clk0 [all_outputs]
==> results_dict.tcl <==
# collected from the flow reports
set metrics [dict create \
    vdd_drop_max_mv 0.289 \
    grt_overflow 0 \
    pwr-share-seq_pct 45.3 \
    clk_latency_ns 0.79 \
    top_layer_used "met5" \
    p_comb_share_pct 16.6 \
    drcViolationCount 0 \
    ant_nets 0 \
    min_path_type "reg -> reg" \
    status "finished, violations left" \
    critPathKind "in -> out" \
    numCtsBuffers 113 \
    maxCapViolCount 0 \
    slew_viol_final 0 \
    cts_root_buf "clkbuf_16" \
    avgSynthCellArea_sq_um 10.9 \
    clock_skew_ns 0 \
    start_kind "primary input" \
    fp.dieW_microns 430 \
    yosysChipArea_sq_um 54800 \
    dr.pass1.iters 7 \
    r2r_slack_ns 4.30 \
    rows 156 \
    required_ns 4.16 \
    syn_to_final_growth_pct 22.1 \
    p_leak_nw 28.7 \
    setup_violations 1 \
    yosysUniqueCellTypes 81 \
    ys_ff 992 \
    switching_power_w 0.00702 \
    wl_per_cell_microns 41.6 \
    regMostFlops "register_bud" \
    dr_wl_met2_microns 133000 \
    fin_util_pct 37.0 \
    dieArea_sq_um 184000 \
    grt_pass1_wl_microns 439000 \
    drtIter0Drc 6212 \
    synthesis.area_sq_um 54800 \
    clock-sinks 992 \
    grt_max_degree 118 \
    die_h_microns 430 \
    p_int_w 0.0160 \
    antenna_found_initial 27 \
    warning_count 44 \
    coreArea_sq_um 181000 \
    clock_power_share_pct 38.1 \
    cts_tree "built" \
    max_stage_delay_ns 0.46 \
    r2r_end "register_bud[24][6]$_DFFE_PP0P_" \
    ys_warn_count 2 \
    drt_wl_total_microns 324000 \
    ff_type "dfrtp_1" \
    hold_buffers 0 \
    swShare_pct 30.5 \
    rsz0062_at_grt "no" \
    max_freq_ghz 0.192 \
    cts_buffer_depth 3 \
    slew_headroom_pct 33.8 \
    finalClockPeriodUsage_pct 100 \
    crit_end "read_data_1[11]" \
    holdWs_ns 0.517 \
    crit_chain "buf_2, nor3b_2, buf_4, buf_4, and2_1, buf_4, a22oi_1, and4_1, a31oi_1, buf_4, clkdlybuf4s50_1" \
    clk_pin_slew_worst_paths_ns 0.06 \
    cp.arrival_ns 4.17 \
    hold_violations 0 \
    ys_cells 5042 \
    total_power_w 0.0230 \
    drive_gt1_share_pct 32.1 \
    p_per_area_nw_per_um2 343 \
    tightest_slew_ns 0.983 \
    final-instance-count-excl-fill 7787 \
    dr_wl_met3_microns 45200 \
    vias_per_cell 6.57 \
    place_inst 7558 \
    fp-utilization_pct 30.3 \
    cp_slowest_cell "clkdlybuf4s50_1" \
    startpoint "Instruction[24]" \
    vias 51180 \
    synth-async-reset-ratio_pct 100 \
    grtUsageTotal_pct 35.8 \
    largest_reg_flops 992 \
    place.gp.congestion 1.04 \
    dp_hpwl_microns 214000 \
    cpMostUsedCell "buf_4" \
    cp_max_fo 8 \
    htreeDepth 3 \
    violations "setup timing" \
    r2r_start "register_bud[24][6]$_DFFE_PP0P_" \
    synth-edff-count 0 \
    finalWorstSetupSlack_ns -0.0145 \
    ioPinCount 230 \
    drt-met1-wl_microns 120000 \
    fin_crit_ns 5.21 \
    endpoint_kind "output pin" \
    grt_pass1_vias 49762 \
    synth_cells 5042 \
    top_regs "register_bud: 992 flops" \
    r2r_cells 1 \
    io_buffers 201 \
    setup_tns_ns -0.0145 \
    ys_seq_share_pct 45.3 \
]
## Yosys cell counts, drive strengths merged (5+ instances only)
library cell  instances  area, sq um
o21ai               201         1020
nor3b                 7         62.6
a2111oi              54          473
nor2                 55          274
nand4b                8         70.1
o31a                 15          131
and3b                 8         70.1
nor2b                11         68.8
nor3                 29          155
buf                 209         1450
and4                 46          403
a32oi                17          149
a21oi               125          659
or2                   6         40.0
nor4                 46          288
a222oi               38          380
nor4bb                9         90.1
a31oi                56          350
mux2i                41          410
nand2               123          462
dfrtp               992        24800
and3                189         1180
nand2b                7         43.8
a32o                  5         50.1
mux2                904        11200
a22o                 56          490
inv                   8         30.0
a31o                 36          315
and2                 37          231
clkbuf              366         1370
nand3               729         3650
a221o                 9         90.1
a22oi               318         2390
a221oi                8         70.1
o211ai                5         42.5
or3                   8         50.1
nand4               219         1370
## cell usage in the layout (no fill, tap or decap), types with 16 or more instances in the layout
cell type        instances
clkbuf_1                19
clkdlybuf4s50_1        191
a22oi_1                317
a32oi_1                 16
and3_1                 187
nand4_1                219
a31o_2                  36
mux2_1                  46
a222oi_1                38
clkbuf_16              116
clkinv_2                16
nor2_2                  19
mux2_4                 271
nor3_1                  22
nor4_1                  44
buf_4                  398
a22o_1                  56
a2111oi_0               52
mux2i_1                 41
nand2_1                121
nand3_1                729
dfrtp_1                992
a31oi_1                 50
o21ai_1                 28
a21oi_1                118
mux2_2                 587
nor2_4                  25
and2_1                  31
o21ai_0                172
diode_2                 20
and4_1                  46
clkbuf_8                21
buf_12                 124
## worst max-delay path: cells and delay by family
family | cells | cell delay [ns]
compound gates | 2 | 0.39
buf+inv | 6 | 1.91
simple gates | 3 | 0.79
## per-stage QoR
stage	area [sq um]	worst slack (ns)
after floorplan	54800	-9.51
after global placement	62800	-0.308
after detailed placement	62800	-0.320
after CTS	66800	0.00319
after global routing	66900	0.0118
final	66900	-0.0145
## repair_timing
item	4_1_cts	5_1_grt
setup endpoints to repair	12	13
setup buffers	0	1
resized	13	16
pin swaps	0	2
endpoints found under the hold margin	0	0
## routing by layer
metal  up-vias  global-route usage, %
met3      1195                   17.5
li1      19885                      -
met5         -                   1.46
met1     26069                   45.6
met4        24                   22.1
met2      4007                   48.7
## final cells by class
cell class	instances	area, sq um
repair buffers	722	7450
multi-input cells	3467	27600
flip-flops and latches	992	24800
fillers	17512	114000
well taps	2370	2970
clock inverters	52	718
clock buffers	156	3260
diodes	20	50.0
inverters	8	33.8
## worst min-delay path by stage
| stage | startpoint | to | cells after the start |
|---|---|---|---|
| CTS | register_bud[7][29]$_DFFE_PP0P_ | register_bud[7][29]$_DFFE_PP0P_ | 1 |
| global route | register_bud[7][11]$_DFFE_PP0P_ | register_bud[7][11]$_DFFE_PP0P_ | 1 |
| finish | register_bud[4][6]$_DFFE_PP0P_ | register_bud[4][6]$_DFFE_PP0P_ | 2 |
## power groups by stage
stage	sequential, W	clock [W]	combinational (W)
CTS	0.0103	0.00879	0.00375
global route	0.0105	0.00907	0.00400
finish	0.0104	0.00876	0.00382
## cells by family after synthesis
kind of cell,share of synthesized area [%]
flops,45.3
buf+inv,5.21
mux,21.2
simple gates,15.7
compound gates,12.6
Power figures rest on the tool's default switching activity, not on a simulated workload.
