==> design/flow/design.v <==
`timescale 1ns / 1ps
module ALU(
    Read_data_1, Read_data_2, Imme_extend, Function_opcode, opcode, ALUOp, Shamt, Sftmd, ALUSrc, I_format, Jr, PC_plus_4,
    Zero, ALU_Result, Addr_Result
);
    input [31:0] Read_data_1;            
    input [31:0] Read_data_2;            
    input [31:0] Imme_extend;            
    input [5:0] Function_opcode;         
    input [5:0] opcode;                  
    input [4:0] Shamt;                   
    input [31:0] PC_plus_4;              
    input [1:0] ALUOp;                   
    input ALUSrc;                        
    input I_format;                      
    input Sftmd;                         
    input Jr;                            
    output Zero;                         
    output reg [31:0] ALU_Result;        
    output [31:0] Addr_Result;           
    wire[31:0] Ainput,Binput;            
    wire[5:0] Exe_code;                  
    wire[2:0] ALU_ctl;                   
    wire[2:0] Sftm;                      
    reg[31:0] Shift_Result;              
    wire[32:0] Branch_Addr;              
    assign Sftm = Function_opcode[2:0];
    assign Ainput = Read_data_1;
    assign Binput = (ALUSrc == 1'b0) ? Read_data_2 : Imme_extend;
    assign Exe_code = (I_format == 1'b0) ? Function_opcode : { 3'b000 , opcode[2:0] };
    assign ALU_ctl[0] = (Exe_code[0] | Exe_code[3]) & ALUOp[1];
    assign ALU_ctl[1] = ( (!Exe_code[2]) | (!ALUOp[1]) );
    assign ALU_ctl[2] = (Exe_code[1] & ALUOp[1]) | ALUOp[0];
    assign Zero = ALU_output_mux == 32'd0 ? 1'b1 : 1'b0;
    assign Branch_Addr = PC_plus_4[31:2] + Imme_extend;
    assign Addr_Result = Branch_Addr;
    always @* begin  
        if(Sftmd) begin
            case(Sftm[2:0]) 
                3'b000:Shift_Result = Binput << Shamt;  
                3'b010:Shift_Result = Binput >> Shamt;  
                3'b100:Shift_Result = Binput << Ainput;  
                3'b110:Shift_Result = Binput >> Ainput;  
                3'b011:Shift_Result = $signed(Binput) >>> Shamt;  
                3'b111:Shift_Result = $signed(Binput) >>> Ainput;  
                default:Shift_Result = Binput; 
            endcase 
        end
        else begin
            Shift_Result = Binput; 
        end
    end
    reg[31:0] ALU_output_mux;            
    always @(ALU_ctl or Ainput or Binput) begin
        case (ALU_ctl)
            3'b000 : ALU_output_mux = Ainput & Binput;
            3'b001 : ALU_output_mux = Ainput | Binput;
            3'b010 : ALU_output_mux = Ainput + Binput;
            3'b011 : ALU_output_mux = Ainput + Binput; 
            3'b100 : ALU_output_mux = Ainput ^ Binput; 
            3'b101 : ALU_output_mux = ~(Ainput | Binput); 
            3'b110 : ALU_output_mux = Ainput - Binput;
            3'b111 : ALU_output_mux = Ainput - Binput; 
            default: ALU_output_mux = 32'h00000000;
        endcase
    end
    always @* begin 
        if(((ALU_ctl==3'b111) && (Exe_code[3]==1))||((ALU_ctl[2:1]==2'b11) && (I_format==1))) begin 
            ALU_Result =  ($signed(Ainput) < $signed(Binput)) ? 32'd1 : 32'd0; 
        end
        else if((ALU_ctl==3'b101) && (I_format==1)) begin 
            ALU_Result[31:0]={Binput[15:0],{16{1'b0}}}; 
        end
        else if(Sftmd==1) begin
            ALU_Result = Shift_Result; 
        end
        else begin
            ALU_Result = ALU_output_mux[31:0]; 
        end 
    end
endmodule
==> design/flow/run.sh <==
#!/bin/bash
# OpenROAD 26Q1-2900-gdf79404cd8, Yosys 0.63+post, stock flow scripts
make -C /OpenROAD-flow-scripts/flow DESIGN_CONFIG=/design/flow/config.mk WORK_HOME=/design/flow/orfs finish
==> design/flow/config.mk <==
export PLATFORM = sky130hd
export DESIGN_NAME = ALU
export DESIGN_NICKNAME = ALU
export VERILOG_FILES = /design/flow/design.v
export SDC_FILE = /design/flow/constraint.sdc
export NUM_CORES = 4
export LEC_CHECK = 1
export CORE_UTILIZATION = 40
==> design/flow/constraint.sdc <==
current_design ALU

set clk_period 16.9
set clk_io_pct 0.2

create_clock -name clk0 -period $clk_period

set non_clock_inputs [all_inputs -no_clocks]
set_input_delay [expr $clk_period * $clk_io_pct] -clock clk0 $non_clock_inputs
set_output_delay [expr $clk_period * $clk_io_pct] -clock clk0 [all_outputs]
==> impl_metrics.json <==
{
  "end_kind": "output port",
  "cap_violations": 0,
  "finalSetupViolCount": 0,
  "grt_pass1_wl_um": 110500,
  "intPower_uw": 302.3,
  "num_rows": 67,
  "vias": 18881,
  "worstHoldStart": "Imme_extend[31]",
  "mostFrequentLayoutCell": "nor2_1",
  "place_congestion": 1.170,
  "syn_inst": 2259,
  "syn_to_final_growth_pct": 19.73,
  "ys_cells": 2259,
  "top_cells_by_area": "ha_1, mux2i_1, a21oi_1",
  "yosys.cell_types.count": 82,
  "ys_seq_share_pct": 0,
  "ir_worst_vdd_mv": 0.02638,
  "yosysTopAreaCellShare_pct": 13.14,
  "wire_per_inst_um": 26.85,
  "grt_max_degree": 56,
  "hold_viol_final": 0,
  "io_pins": 216,
  "leakage_uw": 0.006918,
  "fillers": 3471,
  "layout_min_cycle_time_ns": 13.11,
  "chipWidth_um": 187.8,
  "antenna_found_initial": 4,
  "die_h_um": 187.8,
  "cp.arrival_ns": 9.73,
  "power.density_nw_per_um2": 47.98,
  "hold_slack_ns": 7.773,
  "clkbuf_count": 0,
  "status": "finished, final reports clean",
  "grt_pass1_vias": 17046,
  "slew_violations": 0,
  "wl_met2_um": 30300,
  "switching_power_uw": 490.9,
  "floorplan.core_util_pct": 40.87,
  "finalClockPeriodUsage_pct": 77.56,
  "seq_area_um2": 0,
  "post-dp-hpwl_um": 59350,
  "crit_type": "input port to output port",
  "ctsHoldBuffers": 0,
  "crit_required_ns": 13.52,
  "openroad.warnings": 123,
  "yosysTopAreaCell": "ha_1",
  "die_area_um2": 35270,
  "syn_area_um2": 13810,
  "ff_count": 0,
  "maxUsedRoutingLayer": "met5",
  "start_kind": "input port",
  "final_cell_mix": "nor2_1, nand2_1, a21oi_1, o21ai_0, clkdlybuf4s50_1",
  "crit_start": "ALUSrc",
  "grt_util_all_layers_pct": 42.34,
  "yosys_area_um2": 13810,
  "drc_errors": 0,
  "fin_tns_setup_ns": 0,
  "syn_avg_cell_area_um2": 6.113,
  "drive_above_1_share_pct": 5.695,
  "wl_met3_um": 10790,
  "relSlewSlack_pct": 37.01,
  "m1WireLength_um": 30610,
  "worst_slew_pin_slew_ns": 0.9350,
  "grt_overflow": 0,
  "wirelength_um": 76260,
  "min_delay_path_depth": 3,
  "switching_share_pct": 61.89,
  "drtPass1Iterations": 6,
  "rsz0062_at_grt": "no",
  "fmax_ghz": 0.07629,
  "hold_class": "input port to output port",
  "routed_via_density": 6.648,
  "drtIter0Drc": 2661,
  "ant_nets": 0,
  "cts_resized": 0,
  "path_max_fanout": 32,
  "cts_setup_buffers": 0,
  "yosys_warnings": 1,
  "io_buffers": 208,
  "core_area_um2": 33780
}
[synth_stat cells, drive strengths merged, types with 16 or more instances]
cell      n
a211oi   56
a21o     30
a21oi   232
a221oi   21
a31oi    32
and3     19
buf      34
clkbuf  126
ha      145
inv     105
mux2     19
mux2i   130
nand2   258
nand2b   18
nand3    52
nor2    278
nor2b    16
nor3     65
o211ai   57
o21a     25
o21ai   230
o221ai   18
o22ai    41
xnor2    33
[cell type report]
type,count,area (um^2),share of cell area (%)
multi-input combinational,1990,12870,77.83
timing repair buffer,289,2685,16.24
tap,448,560.5,3.391
inverter,109,409.1,2.475
antenna,4,10.01,0.06055
[power by group through the flow]
| stage | Clock [uW] | Combinational (uW) | Sequential [uW] |
|---|---|---|---|
| after CTS | 0 | 763 | 0 |
| after global routing | 0 | 840 | 0 |
[kinds of logic after synthesis]
logic type	share of synthesized area [%]
AOI/OAI and AO/OA	40.72
and+or+nand+nor	24.18
buffers and inverters	7.566
muxes	11.30
adders and majority gates	13.57
xor gates and xnor gates	2.664
[through the flow]
step / util, % / total power, uW / cell area (um^2) / worst slack, ns / std cells
6_report: 48.94 / 793.1 / 16530 / 3.792 / 2840
3_3_place_gp: 48.91 / 756.9 / 16520 / 3.927 / 2836
3_5_place_dp: 48.91 / 758.2 / 16520 / 3.929 / 2836
4_1_cts: 48.91 / 762.6 / 16520 / 3.918 / 2836
2_1_floorplan: - / 451.2 / 13810 / 5.410 / 2259
5_1_grt: 48.91 / 839.9 / 16520 / 3.695 / 2836
[metal layers]
| metal | up-vias | GRT usage, % |
|---|---|---|
| met5 | - | 0 |
| met4 | 6 | 21.29 |
| met3 | 238 | 13.53 |
| met2 | 1368 | 58.66 |
| met1 | 8641 | 58.58 |
| li1 | 8628 | - |
[worst max-delay path: stages]
cell and delay (ns):
buf_2 0.08, buf_4 0.46, mux2i_1 0.15, buf_4 0.23, inv_1 0.13, ha_1 0.21, inv_1 0.07, fa_1 0.44
a211o_1 0.37, a311oi_1 0.31, o21ai_1 0.24, nand2_1 0.29, a41oi_1 0.15, a21oi_1 0.54, or4bb_1 0.53, nor4_1 0.37
nand3_1 0.17, or4_1 0.59, nor4_1 0.19, o2111a_1 0.28, clkdlybuf4s50_1 0.48
[final timing paths]
check | end | slack, ns
min | Addr_Result[31] | 7.77
max | Zero | 3.79
Power figures rest on the tool's default switching activity, not on a simulated workload.
